`design.v`:
```
module luzes(in, preset, reset, clock_placa, Q3, Q2, Q1, Q0);
	input in, preset, reset, clock_placa;
	output reg Q3, Q2, Q1, Q0;
	reg [25:0] cont;
	initial
		begin
			cont = 26'b0;
		end
	always @ (posedge clock_placa)
		begin
			cont = cont + 1;
			if (cont == 26'b10111110101111000010000000)
				begin
					cont = 26'b0;
				end
		end
	wire clock;
	assign clock = cont[25];
	always @ (posedge clock or posedge reset or posedge preset)
		begin
			if (reset == 1'b1)
				begin
					Q3 <= 1'b0;
					Q2 <= 1'b0;
					Q1 <= 1'b0;
					Q0 <= 1'b0;
				end
			else
			if (preset == 1'b1)
				begin
					Q3 <= 1'b1;
					Q2 <= 1'b1;
					Q1 <= 1'b1;
					Q0 <= 1'b1;
				end
			else
				begin
					Q3 <= in;
					Q2 <= Q3;
					Q1 <= Q2;
					Q0 <= Q1;
				end
		end
endmodule
```
`run.sh`:
```
#!/bin/bash
# OpenROAD 26Q1-2900-gdf79404cd8, Yosys 0.63+post, stock flow scripts
make -C /OpenROAD-flow-scripts/flow DESIGN_CONFIG=/design/flow/config.mk WORK_HOME=/design/flow/orfs finish
```
`constraint.sdc`:
```
current_design luzes

set clk_period 4.2
set clk_io_pct 0.2

create_clock -name clk0 -period $clk_period [get_ports {clock_placa}]

set non_clock_inputs [all_inputs -no_clocks]
set_input_delay [expr $clk_period * $clk_io_pct] -clock clk0 $non_clock_inputs
set_output_delay [expr $clk_period * $clk_io_pct] -clock clk0 [all_outputs]
```
`config.mk`:
```
export PLATFORM = sky130hd
export DESIGN_NAME = luzes
export DESIGN_NICKNAME = luzes
export VERILOG_FILES = /design/flow/design.v
export SDC_FILE = /design/flow/constraint.sdc
export NUM_CORES = 4
export LEC_CHECK = 1
export CORE_AREA = 10 10 93 93
export DIE_AREA = 0 0 103 103
```
==> results.txt <==
Entry: Yosys synthesis followed by OpenROAD place and route.

Clock network:
- Gates resized during post-CTS repair numbered 0.
- CTS built an H-tree with a depth of 1.
- The report puts the hold buffer count at CTS at 0.
- The root buffer cell chosen for the clock tree is clkbuf_8.
- The later pin in the worst-skew pair is clocked with a latency of 270 ps.
- The run gives the maximum count of clock buffers along a single path as 2.
- The run gives the number of setup buffers added after CTS as 0.
- TritonCTS created 3 clock buffers.
- The run gives the clock-pin slew reported for the worst setup and hold paths after clock tree synthesis as 80 ps.
- TritonCTS built the clock tree.

Detailed routing:
- Per the detail_route report, the via count comes to 1,270.
- Per the detail_route report, vias per standard cell equal 4.90.
- The run gives the average routed wire per standard cell as 12.7 um.
- According to the report, the first pass of detailed routing completed in 4 iterations.
- The run gives the aggregate routed wire length as 3290 um.
- The highest metal layer carrying signal wires in the routed design is met4.
- The run gives the routed length on met1 as 1660 um.
- Per the log, the first TritonRoute iteration ended with a DRC count of 142.
- The run puts the met2 layer wire length in the routed design at 1520 um.
- The run puts the detailed-routed wire length on met3 at 87 um.
- The run puts the count of antenna-violating nets left after detailed routing at 0.
- The run gives the count of inserted antenna diode cells as 0.
- The run gives the residual DRC count as 0.

Layout:
- The run gives the final cell count without fillers as 259.
- Fill cells in the final layout number 720.
- The run puts the area added between synthesis and finish at 10.5%.
- The run gives the share of cells above drive strength 1 as 6.70%.
- The run gives the final design utilization as 26.5%.

Die:
- The run gives the initial core utilization as 24.0%.
- From bottom edge to top edge, the die measures 103 um.
- The run gives the number of ports placed on the die boundary as 8.
- From left edge to right edge, the die measures 103 um.
- According to the floorplan report, the placeable core area is 6760 um2.
- The run puts the area enclosed by the die boundary at 10,600 um2.
- In this run the core area contains 30 standard-cell rows.

Setup path:
- STA classifies the critical path startpoint as a register.
- The run gives the worst endpoint data arrival time as 3070 ps.
- By startpoint and endpoint, the worst setup path is classified as reg2reg.
- Max fanout on the critical path was recorded as 14.
- STA classifies the critical path endpoint as a register.
- The run gives the data required time at the worst endpoint as 4320 ps.

Logic synthesis:
- The run gives the total number of yosys warnings as 5.
- After synthesis, the most frequently instantiated cells are dfxtp_1, nand2_1, xnor2_1, a21oi_1, nand3_1.
- The run gives the share of synthesized registers carrying an async set or reset as 13.3%.
- The run gives the share of the synthesized area in the top cell type as 32.1%.
- The run gives the register share after synthesis as 40.1%.
- Counting every instance in the synthesized netlist gives 176.
- The run gives the number of synthesized register bits as 30.
- The post-synth count of flops with an enable pin is 0.
- The run puts the number of cells in Yosys stat at 176.
- Per the post-synthesis stats, the area per cell is 9.21 um2.
- The run gives the chip area from the yosys synthesis statistics as 1620 um2.
- The run puts the count of unique library cells instantiated by Yosys at 45.
- The synthesized design spends more area on one cell type than any other, namely dfxtp_1.
- The run puts the cell area after synthesis at 1620 um2.
- In the post-synthesis netlist, the biggest area contributors are dfxtp_1, xnor2_1, dfbbp_1.
- In the post-synthesis netlist, the cell with the most instances is dfxtp_1.
- The run gives the most used flip-flop cell as dfxtp_1.

Global route:
- The run puts the number of global-route vias before repair at 1,203.
- The run gives the global-route wire length before repair as 5740 um.
- The run gives the largest net degree at the start of global routing as 15.
- The run puts the global-route total usage across every layer at 6.57%.
- Summed over all layers, the global routing overflow is 0.
- The number of antenna violations at the first check in global routing came to 0.

Pwr:
- The run puts the peak supply drop at 0.000123 V.
- The run puts the static power due to leakage at 0.576 nW.
- The report lists the power per cell area as 218 nW/um2.
- The completed layout was analyzed and its total power is 0.390 mW.

Timing:
- The run puts the slew at the pin with the worst max-slew slack at 892 ps.
- For reference, the final report shows the hold violation count at 0.
- The run puts the minimum clock period after layout at 2950 ps.
- After layout, the setup clock skew is reported as 3.29 ps.
- The run gives the count of unclocked register or latch pins as 4.
- The run puts the final setup violation count at 0.
- The run gives the final max-slew violation count as 0.
- Setup repair after global routing left no endpoint under its margin.
- In the final timing run, aggregate negative setup slack is 0 ps.
- The run gives the count of endpoints without a timing constraint as 8.
- The run puts the final critical-path share of the clock period at 70.2%.
- Based on the critical path, the design can be clocked at up to 339 MHz.
- The run puts the worst slew margin relative to its limit at 40.1%.

Place:
- Input and output buffers added on the ports amount to 7.
- The wire-length estimate of the detail-placed layout is 2420 um.
- The run gives the routability-driven placement congestion ratio as 0.916.
- The run gives the number of cells in the design after placement as 256.

Outcome:
- The run finished with clean final reports.

Run:
- The run gives the number of max-cap violations as 0.
- The run gives the number of warnings in the stage logs as 29.

Worst hold path:
- STA reports the tightest min-delay check as being of type reg2reg.
-- worst paths after layout --
| check | start | endpoint | slack [ps] | depth (start not counted) |
|---|---|---|---|---|
| min | cont[24] | cont[24] | 510 | 1 |
| max | cont[0] | cont[15] | 1250 | 7 |
| max reg2reg | cont[0] | cont[15] | 1250 | 7 |
| min reg2reg | cont[24] | cont[24] | 510 | 1 |
-- sequential cells by signal (all words and copies together) (netlist names) --
| name | cells |
|---|---|
| Q1 | 1 |
| Q0 | 1 |
| cont | 26 |
| Q2 | 1 |
| Q3 | 1 |
-- critical path, cell delays in order (launching register included) --
cell and delay, ps:
dfxtp_1 450, ha_1 330, and3_1 310, nand4_1 120
a2111oi_1 430, a21oi_1 120, nor4_4 820, a21boi_0 200
-- metrics by stage --
stage                     hold slack (ps)  cell area (um2)  setup WS (ps)
final                                 508             1790           1250
after global routing                  540             1790           1050
after CTS                             518             1790           1290
after detailed placement              499             1750           1280
after global placement                496             1750           1350
after floorplan                       467             1620           2000
-- layout by cell type, fill, tap and decap left out, types with 2 or more instances in the layout --
cell type	count
a21boi_0	3
a21oi_1	13
a21oi_2	2
and2_1	5
and3_1	2
and4_1	3
clkbuf_8	3
clkdlybuf4s50_1	7
dfbbp_1	4
dfxtp_1	26
inv_1	5
nand2_1	17
nand2b_1	3
nand3_1	13
nand4_1	10
nor2_1	4
nor3_1	4
nor4_1	4
nor4_4	2
o21ai_0	2
o22ai_1	2
or3_1	2
xnor2_1	15
xor2_1	9
-- cell families (layout without fill, tap and decap cells) --
group,Yosys count,in the layout,share of synthesized area (%)
AOI/OAI and AO/OA,31,31,13.0
xor gates and xnor gates,24,24,13.0
adders and majority gates,1,1,0.771
buffers and inverters,13,16,4.17
DFF,30,30,40.1
muxes,2,2,1.31
and+or+nand+nor,75,75,27.7
-- power by group --
group / total (mW) / switching [mW] / internal (mW)
Combinational: 0.00405 / 0.00149 / 0.00256
Sequential: 0.248 / 0 / 0.248
Clock: 0.138 / 0.0739 / 0.0643
-- metal layers --
layer / up-vias / global-route usage, %
met3: 2 / 1.08
li1: 654 / -
met5: - / 0
met2: 12 / 10.1
met4: 0 / 0.749
met1: 602 / 9.81
-- final cells by class --
| class | count | area, um2 | share of cell area, % |
|---|---|---|---|
| clock buffers | 3 | 41.3 | 2.30 |
| flip-flops and latches | 30 | 651 | 36.3 |
| multi-input cells | 133 | 903 | 50.4 |
| repair buffers | 8 | 77.6 | 4.33 |
| well taps | 80 | 100 | 5.59 |
| inverters | 5 | 18.8 | 1.05 |
No activity file was given, so power comes from the tool's default toggle rates.
